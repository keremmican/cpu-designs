File: design/flow/run.sh
#!/bin/bash
# OpenROAD 26Q1-2900-gdf79404cd8, Yosys 0.63+post, stock flow scripts
make -C /OpenROAD-flow-scripts/flow DESIGN_CONFIG=/design/flow/config.mk WORK_HOME=/design/flow/orfs finish
File: design/flow/config.mk
export PLATFORM = sky130hd
export DESIGN_NAME = keyboard
export DESIGN_NICKNAME = keyboard
export VERILOG_FILES = /design/flow/design.v
export SDC_FILE = /design/flow/constraint.sdc
export NUM_CORES = 4
export LEC_CHECK = 1
export CORE_AREA = 10 10 86 86
export DIE_AREA = 0 0 96 96
File: design/flow/constraint.sdc
current_design keyboard

set clk_period 3.1
set clk_io_pct 0.2

create_clock -name clk0 -period $clk_period [get_ports {clk}]

set non_clock_inputs [all_inputs -no_clocks]
set_input_delay [expr $clk_period * $clk_io_pct] -clock clk0 $non_clock_inputs
set_output_delay [expr $clk_period * $clk_io_pct] -clock clk0 [all_outputs]
File: design/flow/design.v
module keyboard(
                        input logic clk,
                        input logic ps2d,
                        input logic ps2c,
                                input logic ack,
                        output logic [15:0] dout
                                );
localparam [1:0] 
                IDLE = 2'b00,
                READ = 2'b01,
                END =  2'b10;
logic [7:0] filter;
logic rx_done_tick;
logic [3:0] count;
logic [1:0] state;
logic [1:0] c;
logic fall_edge;
logic [10:0] char;
logic status;
always_ff @(posedge clk)
begin
    filter <= {ps2c,filter[7:1]};
    if (filter == 8'b11111111)
        c<= {1'b1,c[1]};            
    else if (filter == 8'b00000000)
        c<={1'b0,c[1]};
end
 assign fall_edge = c[0] & ~c[1];   
 always_ff @ (posedge clk)
 begin
   rx_done_tick <= 1'b0;
   case (state)
    IDLE:
        if(fall_edge & ~status)
            begin
                char <= {ps2d,char[10:1]};
                count <= 4'd9;
                state <= READ;
            end
    READ:
        if(fall_edge)
            begin
                char <= {ps2d,char[10:1]};
                if(count == 0)
                    state <= END;
                else
                    count <= count -1;
            end
    END:
        begin
          rx_done_tick <= 1'b1;
        state <= IDLE;
        end
 endcase
 end
always_ff @ (posedge clk)
    if(rx_done_tick)
        status<=1'b1;
   else if (status ==1 & ack == 1)
       status<=1'b0;
 always_comb
  if (ack ==1'b1)
     dout = 16'(char[8:1]); 
  else
      dout = 16'(status);
 initial
 begin
    status =0;
    state = IDLE;
 end
 endmodule
==> flow_metrics.py <==
# Flow results
metrics = {
    "logic_synthesis": {
        "synth_flop_count": 28,
        "yosys.stat.seqShare_pct": 66.5,
        "ys_cells": 82,
        "yosys_most_used_dff": "edfxtp_1",
        "yosys_warnings": 1,
        "ys_async_sr_fraction_pct": 0,
        "netlist_area_sq_um": 1100,
        "edf_count": 17,
        "synthCells": 82,
        "ys_chip_area_sq_um": 1100,
        "syn_avg_cell_area_sq_um": 13.4,
        "ys_types": 22,
    },
    "clock_network": {
        "cts_hold_buf": 0,
        "clockBufferDepth": 2,
        "numCtsBuffers": 3,
        "cts_tree": "done",
        "insertion_delay_ps": 260,
        "root_buffer": "clkbuf_8",
        "postCtsSetupBuffers": 0,
        "cts_max_level": 1,
        "cts_sinks": 28,
        "clkTransAtPathRegs_ps": 80,
        "cts_resized": 0,
    },
    "cells_and_area": {
        "most-common-layout-cells": "edfxtp_1 (17), dfxtp_1 (11), clkdlybuf4s50_1 (11)",
        "synthToLayoutAreaGrowth_pct": 19.9,
        "logic_area_sq_um": 308,
        "fillers": 606,
        "layout.cells.most_common": "edfxtp_1",
        "drive_gt1_share_pct": 7.22,
        "regArea_sq_um": 731,
    },
    "critical_path": {
        "cp_slowest_stage_delay_ps": 520,
        "path_buffers": 2,
        "crit_top_cell": "clkdlybuf4s50_1",
        "r2r-start": "state[1]",
        "cp_data_arrival_time_ps": 1870,
        "crit_path_start_kind": "input pin",
        "end_kind": "output port",
        "path_cells": "clkdlybuf4s50_1 > nand2b_1 > nand2_1 > clkdlybuf4s50_1",
        "timing.rr.end": "count[2]",
        "crit_family": "buffers and inverters",
        "r2r_setup_slack_ps": 1140,
        "cp_slowest_cell": "clkdlybuf4s50_1",
        "crit_required_ps": 2480,
        "r2r_cells": 4,
        "cp_max_fo": 9,
        "worstSetupPathType": "in -> out",
    },
    "grt": {
        "grt_max_degree": 16,
        "grt_usage_pct": 3.64,
        "grt_pass1_vias": 639,
        "gr-max-usage-layer": "met2",
        "grt_use_met1_pct": 4.52,
        "grt_pass1_wl_um": 2810,
        "grt_util_met3_pct": 1.26,
        "antenna_found_initial": 0,
        "overflow": 0,
        "use_met2_pct": 6.05,
    },
    "detailed_routing": {
        "drt_pass1_iterations": 4,
        "drcViolationCount": 0,
        "vias_per_cell": 3.48,
        "drtIter0Drc": 12,
        "routed-via-count": 588,
        "ant_nets": 0,
        "antenna-diode-count": 0,
        "routed_wl_um": 1570,
        "wire_per_inst_um": 9.27,
    },
    "sta": {
        "final.min_clock_period_ps": 2490,
        "rsz0062_at_grt": "false",
        "setup_ws_ps": 607,
        "whs_ps": 373,
        "tightest_slew_ps": 589,
        "fin_skew_ps": 5.49,
        "period_used_pct": 80.4,
        "setup_viol": 0,
        "setup_tns_ps": 0,
        "drv_slew": 0,
        "slew_headroom_pct": 60.7,
        "fmax_ghz": 0.401,
        "hold_viol": 0,
    },
    "floorplan": {
        "std_cell_rows": 27,
        "fp.dieW_um": 96,
        "core_region_area_sq_um": 5540,
        "die_area_sq_um": 9220,
        "fp_util_pct": 19.8,
        "dieHeight_um": 96,
        "io_pins": 20,
    },
    "min_path": {
        "hold_class": "reg -> reg",
        "whs_path_depth": 0,
        "min_from": "filter[6]",
        "min_to": "filter[5]",
    },
    "power": {
        "cellLeakagePower_nw": 0.489,
        "vdd_drop_max_mv": 0.315,
        "power_density_nw_per_um2": 734,
    },
    "placed_design": {
        "dp_hpwl_um": 1190,
        "gp_congestion": 0.749,
        "io_buffers": 11,
        "pre_cts_ws_ps": 590,
    },
    "run": {
        "maxCapViolations": 0,
        "warnings": 28,
    },
    "outcome": {
        "status": "completed",
    },
}
-- cell type report --
| class | count | area share, % |
|---|---|---|
| clock buffer | 4 | 3.42 |
| inverter | 7 | 1.99 |
| multi-input combinational | 46 | 23.4 |
| sequential | 28 | 55.5 |
| tap | 72 | 6.84 |
| timing repair buffer | 12 | 8.93 |
-- synthesized netlist by cell type, types with 2 or more instances --
| master | n | area, sq um |
|---|---|---|
| dfxtp_1 | 11 | 220 |
| nor2b_1 | 2 | 12.5 |
| nand2_1 | 7 | 26.3 |
| buf_4 | 8 | 60.1 |
| nand2b_1 | 2 | 12.5 |
| and2_1 | 7 | 43.8 |
| inv_1 | 7 | 26.3 |
| nor3_1 | 2 | 10.0 |
| nand4_1 | 2 | 12.5 |
| edfxtp_1 | 17 | 510 |
| ha_1 | 5 | 62.6 |
| nor4_1 | 2 | 12.5 |
-- stage by stage --
| stage | instance area (sq um) | utilization (%) | total power, mW | cells |
|---|---|---|---|---|
| after floorplan | 1120 | - | 0.704 | 89 |
| after global placement | 1270 | 23.0 | 0.773 | 165 |
| after detailed placement | 1270 | 23.0 | 0.790 | 165 |
| after CTS | 1320 | 23.8 | 0.981 | 169 |
| after global routing | 1320 | 23.8 | 1.03 | 169 |
| final | 1320 | 23.8 | 0.967 | 169 |
-- power by group --
group | switching (mW) | internal [mW] | leakage [nW]
sequential | 0.0424 | 0.515 | 0.249
clock | 0.0977 | 0.0917 | 0.0228
combinational | 0.111 | 0.109 | 0.216
total | 0.251 | 0.715 | 0.489
-- logic make-up after synthesis --
| kind of cell | synth area share [%] |
|---|---|
| other cells | 0.341 |
| buf+inv | 7.86 |
| compound gates | 3.42 |
| fa+ha+maj | 5.69 |
| flops | 66.5 |
| xor+xnor | 1.59 |
| simple gates | 13.7 |
| mux | 0.911 |
-- registers in the layout, indices dropped and copies added (netlist names) --
signal,count
c,2
char,10
count,4
filter,8
rx_done_tick,1
state,2
status,1
-- worst reg2reg max path: stages (launching register included) --
cell and delay, ps:
edfxtp_1 430, inv_1 100, ha_1 300, mux2i_1 160, a2111oi_2 610
-- worst max path at each step --
| stage | cells after the start | to | from |
|---|---|---|---|
| 6_report | 4 | dout[0] | ack |
| 5_1_grt | 4 | dout[0] | ack |
| 4_1_cts | 4 | dout[0] | ack |
-- routing by layer --
layer  part of all wire [%]  vias to the layer above
met5                      0                        -
met4                    1.7                        0
met3                    5.3                        4
met2                     48                       12
met1                     45                      279
li1                       -                      293
Power figures rest on the tool's default switching activity, not on a simulated workload.
