===== flow/design.v =====
module vertebrate (
      input clk,
      input [15:0] data_in,
      output logic [15:0] data_out,
      output logic [11:0] address,
      output memwt,
      input INT,
      output intack
);
logic [11:0] pc,ir;  
logic [11:0] interruptreg;  
logic [4:0] state;  
logic [15:0] regbank [7:0]; 
logic zeroflag;  
logic intflag;  
logic [15:0] result;  
logic zeroresult;
localparam FETCH=5'b00000,
LDI=5'b00001,
LD=5'b00010,
ST=5'b00011,
JZ=5'b00100,
JMP=5'b00101,
ALU=5'b00111,
PUSH=5'b01000,
POP1=5'b01001,
CALL=5'b01010,
RET1=5'b01011,
STI=5'b01100,
CLI=5'b01101,
IRET1=5'b01110,
POP2= 5'b10000,
RET2= 5'b10001,
IRET2=5'b10010,
IRET3=5'b10011,
INT1= 5'b10100,
INT2= 5'b10101,
INT3= 5'b10110;
always_ff @(posedge clk)
begin
    case(state)
    FETCH:
    begin
        if ( {1'b0,data_in[15:12] }==JZ)
            if (zeroflag)
               state <= JMP;
            else
               state <= FETCH;
        else
            state <= { 1'b0, data_in[15:12] };
        ir<=data_in[11:0];
        pc<=pc+1;
    end
    LDI:
    begin
        regbank[ ir[2:0] ] <= data_in;
        pc<=pc+1;
       if ( intflag & INT )
              state <= INT1;
       else
              state <= FETCH;
      end
     LD:
     begin
         regbank[ir[2:0]] <= data_in;
         if ( intflag & INT )
              state <= INT1;
         else
              state <= FETCH;
      end
      ST:
      begin
          if ( intflag & INT )
              state <= INT1;
         else
              state <= FETCH;
      end
      JMP:
      begin
           pc <= pc+ir;
           if ( intflag & INT )
                state <= INT1;
           else
                state <= FETCH;
       end
       ALU:
       begin
           regbank[ir[2:0]]<=result;
           zeroflag<=zeroresult;
           if ( intflag & INT )
                  state <= INT1;
           else
                  state <= FETCH;
           end
      PUSH:
      begin
           regbank[7]<=regbank[7]-1;
           if ( intflag & INT )
               state <= INT1;
           else
               state <= FETCH;
      end
      POP1:
      begin
           regbank[7]<=regbank[7]+1;
           state <= POP2;
      end
     POP2:  
     begin
           regbank[ir[2:0]] <= data_in;
           if ( intflag & INT )
                state <= INT1;
           else
                state <= FETCH;
      end
CALL:
begin
regbank[7]<=regbank[7]-1;
pc<=pc+ir;
if ( intflag & INT )
state <= INT1;
else
state <= FETCH;
end
RET1:
begin
regbank[7]<=regbank[7]+1;
state <= RET2;
end
RET2:
begin
pc<=data_in[11:0];
if ( intflag & INT )
state <= INT1;
else
state <= FETCH;
end
INT1:
begin
regbank[7]<=regbank[7]-1;
intflag <= 0;
state <= INT2;
end
INT2:
begin
regbank[7]<=regbank[7]-1;
interruptreg <= 12'(data_in+16'h07f0);
state <= INT3;
end
INT3:
begin
pc<=data_in[11:0];
state <= FETCH;
end
IRET1:
begin
regbank[7]<=regbank[7]+1;
state <= IRET2;
end
IRET2:
begin
regbank[7]<=regbank[7]+1;
zeroflag <= data_in[0];
state <= IRET3;
end
IRET3:
begin
pc <= data_in;
if ( intflag & INT )
state <= INT1;
else
state <= FETCH;
end
STI:
begin
intflag <= 1;
if ( intflag & INT )
state <= INT1;
else
state <= FETCH;
end
CLI:
begin
intflag <= 0;
state <= FETCH;
end
endcase
end
always_comb
case (state)
LD: address=regbank[ir[5:3]][11:0];
ST: address=regbank[ir[5:3]][11:0];
PUSH: address=regbank[7][11:0];
POP2: address=regbank[7][11:0];
CALL: address=regbank[7][11:0];
RET2: address=regbank[7][11:0];
INT1: address=regbank[7][11:0];
INT2: address=regbank[7][11:0];
INT3: address=interruptreg;
IRET1: address=regbank[7][11:0];
IRET2: address=regbank[7][11:0];
IRET3: address=regbank[7][11:0];
default: address=pc;
endcase
assign memwt=(state==ST)||(state==PUSH)||(state==CALL) || (state==INT1) || (state==INT2);
always_comb
begin
case (state)
INT2: intack = 1'b1;
default: intack = 1'b0;
endcase
end
always_comb
begin
case (state)
CALL: data_out = {4'b0,pc};
INT1: data_out = {4'b0,pc};
INT2: data_out = {15'b0, zeroflag};
default: data_out = regbank[ir[8:6]];
endcase
end
always_comb  
case (ir[11:9])
3'h0: result = regbank[ir[8:6]]+regbank[ir[5:3]];  
3'h1: result = regbank[ir[8:6]]-regbank[ir[5:3]];  
3'h2: result = regbank[ir[8:6]]&regbank[ir[5:3]];  
3'h3: result = regbank[ir[8:6]]|regbank[ir[5:3]];  
3'h4: result = regbank[ir[8:6]]^regbank[ir[5:3]];  
3'h7: case (ir[8:6])
3'h0: result = !regbank[ir[5:3]];
3'h1: result = regbank[ir[5:3]];
3'h2: result = regbank[ir[5:3]]+1;
3'h3: result = regbank[ir[5:3]]-1;
default: result=16'h0000;
endcase
default: result=16'h0000;
endcase
assign zeroresult = ~|result;
initial
begin
state=FETCH;
zeroflag=0;
pc=0;
intflag=0;  
end
endmodule

===== flow/run.sh =====
#!/bin/bash
# OpenROAD 26Q1-2900-gdf79404cd8, Yosys 0.63+post, stock flow scripts
make -C /OpenROAD-flow-scripts/flow DESIGN_CONFIG=/design/flow/config.mk WORK_HOME=/design/flow/orfs finish

===== flow/config.mk =====
export PLATFORM = sky130hd
export DESIGN_NAME = vertebrate
export DESIGN_NICKNAME = vertebrate
export VERILOG_FILES = /design/flow/design.v
export SDC_FILE = /design/flow/constraint.sdc
export NUM_CORES = 4
export LEC_CHECK = 1
export CORE_UTILIZATION = 30

===== flow/constraint.sdc =====
current_design vertebrate

set clk_period 8.1
set clk_io_pct 0.2

create_clock -name clk0 -period $clk_period [get_ports {clk}]

set non_clock_inputs [all_inputs -no_clocks]
set_input_delay [expr $clk_period * $clk_io_pct] -clock clk0 $non_clock_inputs
set_output_delay [expr $clk_period * $clk_io_pct] -clock clk0 [all_outputs]

==> PnR_summary.wiki <==
== Flow metrics ==
{| class="wikitable"
! Metric !! Value
|-
| Maximum number of pins on one net before global-route repair || 38
|-
| Max-cap check violation count || 0
|-
| Final critical-path required period || 6.22 ns
|-
| Synth Instances || 1251
|-
| First-pass iteration count of the detailed router || 5
|-
| Post-detailed-route via-to-cell ratio || 5.63
|-
| I/O pin cnt || 48
|-
| TritonCTS clock tree || done
|-
| Transition time at the pin with the least slew margin || 1.00 ns
|-
| Tool Warnings || 44
|-
| Class of the worst hold path || reg2reg
|-
| Setup_tns || 0 ns
|-
| Chain of cells forming the critical path || buf_4, mux4_2, mux2i_4, ha_1, nor2_1, xnor2_1, ha_1, a21o_1, a21o_1, a2111oi_0, o21bai_1, a31o_1, a2111oi_0, nor3_1, mux2i_1, o2111ai_1, mux2i_1, o21ai_1
|-
| Post-detailed-route count of antenna-violating nets || 0
|-
| Clock Sinks || 177
|-
| Post-synthesis cell count from yosys || 1251
|-
| Number of standard-cell rows in the floorplan || a little under 80
|-
| Final critical-path share of the clock period || 76.8%
|-
| Final Non-Filler Cells || 1883
|-
| Clk pin slew, worst setup/hold paths || 0.07 ns
|-
| Post-CTS Repair Setup Buffers || 0
|-
| Starting DRC count in detailed routing || ~950
|-
| Maximum root-to-sink buffer count || 2
|-
| Yosys warning total || 3
|-
| Floorplan Utilization || a little under a third
|-
| Most common reg cell || edfxtp_1
|-
| Final tally of hold violations || 0
|-
| GRT Resource Usage Total || about a fifth
|-
| Htree depth || 4
|-
| Final count of pins violating max slew || 0
|-
| Data arrival time at the worst-slack endpoint || 6.39 ns
|-
| Post-CTS Resized || 0
|-
| Run status || finished, final reports clean
|-
| Post-synthesis cell type with the largest combined area || edfxtp_1
|-
| Element type at the critical path start || flip-flop
|-
| Number of distinct library cells after synthesis || 85
|-
| Area of the die || between 0.04 and 0.05 mm2
|-
| Dominant delay contributor by cell family on the critical path || AND-OR/OR-AND gates
|-
| Flop2flop setup slack || 1.88 ns
|-
| Global placement routability congestion || around 0.95
|-
| Placeable core region || 0.0442 mm2
|-
| Routed wire per std cell || 22.9 um
|-
| Share of the synthesized area in the top cell type || between 30% and 40%
|-
| Number of synthesized flops with an enable pin || 171
|-
| Fraction of layout instances using a drive strength above 1 || roughly 14%
|-
| Most frequent standard cell in the layout excluding fill and tap cells || edfxtp_1
|-
| Endpoint type of the worst setup path || flip-flop
|-
| Chip height || 214 um
|-
| Number of clock buffers inserted by TritonCTS || 17
|-
| Antenna violations before repair || 0
|-
| Width of the die || 214 um
|-
| First-pass GRT wire length || 64400 um
|-
| Power density over the cells || around 480 mW/mm2
|-
| Root Buffer Master || clkbuf_16
|-
| Overall Power || 7.25 mW
|-
| Clk Latency, worst-skew pair || 0.44 ns
|-
| Maximum fanout along the worst path || 20
|-
| Largest stage delay on the critical path || 0.68 ns
|-
| Post-synth seq share || between 30% and 40%
|-
| Async set or reset register ratio after synthesis || 0%
|-
| Diode insertion count for antenna repair || 0
|-
| Total instance count after detailed placement || 1851
|-
| Number of global-route vias before repair || 10200
|-
| Cell type of the slowest stage on the worst timing path || dfxtp_2
|-
| Most instantiated logic cells after routing || edfxtp_1, nor2_1, nand2_1
|-
| Chip Area, Yosys || 0.0134 mm2
|-
| Number of buffers added on ports || 47
|-
| Mean post-synth cell area || 10.7 um2
|-
| DR DRC count || 0
|-
| Count of state elements after synthesis || 177
|-
| Critical path buffers and inverters || 1
|-
| Total of hold buffers inserted after clock tree synthesis || 0
|-
| Relative max-transition margin || a little under a third
|-
| Peak ir drop on the vdd network || 0.000223 V
|-
| Setup repair after global routing missed its margin || no
|-
| Number of failing setup endpoints in the final timing report || 0
|-
| Layout Area Growth over Synthesis || 13.4%
|-
| Leakage component of the power || 5.42 nW
|-
| Post-Syn Area || between 0.01 and 0.015 mm2
|-
| Overall overflow remaining after global route || 0
|-
| Vias after detailed routing || 10600
|-
| Area contributors post-synth || edfxtp_1, mux4_2, ha_1
|-
| Total wire length || 43200 um
|-
| Worst clock skew || 0.0109 ns
|-
| Final HPWL from detailed placement || about 32000 um
|-
| Worst endpoint required time || 8.27 ns
|-
| Highest clock frequency the design can meet || around 160 MHz
|-
| Critical path start-end classification || reg2reg
|}
Yosys cell counts, drive strengths merged, types with 4 or more instances:
master / instances
nor4b: 6
inv: 65
and2: 19
dfxtp: 6
ha: 76
or3: 9
nor4: 12
a21oi: 74
o211ai: 8
nor3b: 6
nor2: 107
a221oi: 4
o22ai: 6
nand2b: 13
o221ai: 7
nor3: 30
nor2b: 15
mux4: 70
xnor2: 43
a21o: 13
clkbuf: 52
edfxtp: 171
xor2: 17
mux2: 12
o31ai: 7
o21ai: 75
and3: 14
a2111oi: 4
nand2: 87
a22oi: 5
mux2i: 58
or2: 5
a31oi: 13
a222oi: 16
a211o: 4
buf: 24
nand3: 24
nand4: 5
a211oi: 15
area by class of cell:
cell class	instances	area, um2
multi-input cells	931	7610
clock buffers	22	474
inverters	67	251
repair buffers	84	748
clock inverters	10	148
flip-flops and latches	177	5260
well taps	592	741
fillers	4300	29000
stage by stage:
stage	hold WS [ns]	cell area [um2]	worst slack (ns)	util (%)
after floorplan	0.467	13400	2.98	-
after global placement	0.489	14600	1.99	33.0
after detailed placement	0.487	14600	1.91	33.0
after CTS	0.508	15200	1.84	34.4
after global routing	0.527	15200	1.35	34.4
final	0.505	15200	1.88	34.4
where the power goes:
group | switching (mW) | internal, mW | leakage, nW
Sequential | 0.345 | 1.45 | 1.62
Combinational | 2.68 | 1.91 | 3.51
Clock | 0.356 | 0.515 | 0.294
Total | 3.38 | 3.87 | 5.42
path summary, 6_finish.rpt:
check,start,end,depth (start not counted)
setup / recovery,flip-flop,regbank[5][14],18
hold / removal,ir[5],flip-flop,1
setup reg to reg,flip-flop,regbank[5][14],18
hold reg to reg,ir[5],flip-flop,1
state kept, by name, indices dropped and copies added, names as in the netlist, named ones only:
signal        cells
zeroflag          1
interruptreg     12
intflag           1
regbank         128
state             5
pc               12
ir               12
logic make-up after synthesis:
logic type               share of synthesized area (%)
buffers and inverters                             4.55
multiplexers                                      17.5
AND/OR/NAND/NOR                                   13.5
XOR/XNOR                                          3.91
adder cells (fa/ha/maj)                           7.45
flip-flops                                        39.1
AND-OR/OR-AND                                     14.0
metal layers:
layer,GRT usage [%],vias up,wire (um)
li1,-,4862,-
met1,26.3,5131,16900
met2,30.7,540,20000
met3,8.97,70,4830
met4,5.76,0,1470
met5,0,-,0
Power and IR drop assume default switching activity.
