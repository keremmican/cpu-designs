File: design/flow/design.v
module segment (clk, left_btn, right_btn, display, grounds);
  output reg [6:0] display;
  output reg [3:0] grounds;
  input clk, left_btn, right_btn;
  reg left_btn_prev = 1'b0;
  reg right_btn_prev = 1'b0;
  reg [3:0] digit = 4'b0001;
  reg [6:0] d1 = 7'b0111000;  
  reg [6:0] d2 = 7'b0111000;  
  reg [6:0] d3 = 7'b0111000;  
  reg [6:0] d4 = 7'b0110000;  
  reg [3:0] b1 = 'hf;  
  reg [3:0] b2 = 'hf;  
  reg [3:0] b3 = 'hf;  
  reg [3:0] b4 = 'he;  
  reg [3:0] data [3:0];
  reg [25:0] clk1;
  reg [4:0] speed = 15;
  always @(posedge clk) begin
  right_btn_prev <= right_btn;
  if (right_btn == 1'b0 && right_btn_prev == 1'b1) begin
        case(speed)
            5'b01111: speed <= 5'b10011;
            5'b10011: speed <= 5'b11001;
            5'b11001: speed <= 5'b01111;
            default: speed <= 5'b01111;
        endcase
    end
  end
  always @(posedge clk) begin
  left_btn_prev <= left_btn;
    if (left_btn == 1'b0 && left_btn_prev == 1'b1) begin
      if (b4 == 4'b1111) begin
		  b4 <= 4'b0000;
		  if (b3 == 4'b1111) begin
			  b3 <= 4'b0000;
			  if (b2 == 4'b1111) begin
				  b2 <= 4'b0000;
				  if (b1 == 4'b1111) begin
				     b1 <= 4'b0000;
				  end else begin
					  b1 <= b1 + 1;
				  end
			  end else begin
			     b2 <= b2 + 1;
			  end
		  end else begin
			  b3 <= b3 + 1;
		  end
      end else begin
        b4 <= b4 + 1;
		end
    end
  end
  always @(posedge clk)
	clk1 <= clk1+1;
  always @(posedge clk1[speed]) begin
    grounds <= digit;
		case(b4)
		'h0: d4 <= 7'b0000001;
		'h1: d4 <= 7'b1001111;
		'h2: d4 <= 7'b0010010;
		'h3: d4 <= 7'b0000110;
		'h4: d4 <= 7'b1001100;
		'h5: d4 <= 7'b0100100;
		'h6: d4 <= 7'b0100000;
		'h7: d4 <= 7'b0001111;
		'h8: d4 <= 7'b0000000;
		'h9: d4 <= 7'b0001100;
		'ha: d4 <= 7'b0001000;
		'hb: d4 <= 7'b1100000;
		'hc: d4 <= 7'b0110001;
		'hd: d4 <= 7'b1000010;
		'he: d4 <= 7'b0110000;
		'hf: d4 <= 7'b0111000;
		endcase
		case(b3)
		'h0: d3 <= 7'b0000001;
		'h1: d3 <= 7'b1001111;
		'h2: d3 <= 7'b0010010;
		'h3: d3 <= 7'b0000110;
		'h4: d3 <= 7'b1001100;
		'h5: d3 <= 7'b0100100;
		'h6: d3 <= 7'b0100000;
		'h7: d3 <= 7'b0001111;
		'h8: d3 <= 7'b0000000;
		'h9: d3 <= 7'b0001100;
		'ha: d3 <= 7'b0001000;
		'hb: d3 <= 7'b1100000;
		'hc: d3 <= 7'b0110001;
		'hd: d3 <= 7'b1000010;
		'he: d3 <= 7'b0110000;
		'hf: d3 <= 7'b0111000;
		endcase
		case(b2)
		'h0: d2 <= 7'b0000001;
		'h1: d2 <= 7'b1001111;
		'h2: d2 <= 7'b0010010;
		'h3: d2 <= 7'b0000110;
		'h4: d2 <= 7'b1001100;
		'h5: d2 <= 7'b0100100;
		'h6: d2 <= 7'b0100000;
		'h7: d2 <= 7'b0001111;
		'h8: d2 <= 7'b0000000;
		'h9: d2 <= 7'b0001100;
		'ha: d2 <= 7'b0001000;
		'hb: d2 <= 7'b1100000;
		'hc: d2 <= 7'b0110001;
		'hd: d2 <= 7'b1000010;
		'he: d2 <= 7'b0110000;
		'hf: d2 <= 7'b0111000;
		endcase
		case(b1)
		'h0: d1 <= 7'b0000001;
		'h1: d1 <= 7'b1001111;
		'h2: d1 <= 7'b0010010;
		'h3: d1 <= 7'b0000110;
		'h4: d1 <= 7'b1001100;
		'h5: d1 <= 7'b0100100;
		'h6: d1 <= 7'b0100000;
		'h7: d1 <= 7'b0001111;
		'h8: d1 <= 7'b0000000;
		'h9: d1 <= 7'b0001100;
		'ha: d1 <= 7'b0001000;
		'hb: d1 <= 7'b1100000;
		'hc: d1 <= 7'b0110001;
		'hd: d1 <= 7'b1000010;
		'he: d1 <= 7'b0110000;
		'hf: d1 <= 7'b0111000;
		endcase
	case (digit)
      4'b0001:display <= d1;
      4'b0010:display <= d2;
		4'b0100:display <= d3;
      4'b1000:display <= d4;
    endcase
    digit <= (digit == 4'b1000) ? 4'b0001 : digit << 1;
  end
endmodule
File: design/flow/run.sh
#!/bin/bash
# OpenROAD 26Q1-2900-gdf79404cd8, Yosys 0.63+post, stock flow scripts
make -C /OpenROAD-flow-scripts/flow DESIGN_CONFIG=/design/flow/config.mk WORK_HOME=/design/flow/orfs finish
File: design/flow/config.mk
export PLATFORM = sky130hd
export DESIGN_NAME = segment
export DESIGN_NICKNAME = segment
export VERILOG_FILES = /design/flow/design.v
export SDC_FILE = /design/flow/constraint.sdc
export NUM_CORES = 4
export LEC_CHECK = 1
export CORE_UTILIZATION = 30
File: design/flow/constraint.sdc
current_design segment

set clk_period 6.3
set clk_io_pct 0.2

create_clock -name clk0 -period $clk_period [get_ports {clk}]

set non_clock_inputs [all_inputs -no_clocks]
set_input_delay [expr $clk_period * $clk_io_pct] -clock clk0 $non_clock_inputs
set_output_delay [expr $clk_period * $clk_io_pct] -clock clk0 [all_outputs]
==> impl_metrics.tcl <==
# place-and-route summary
set metrics [dict create \
    met3_usage_pct 1.27 \
    hold_class "reg2reg" \
    yosys_warnings 1 \
    use_met2_pct 14.5 \
    io_pins 14 \
    rr_worst_depth 5 \
    final_antenna_net_count 0 \
    dp_hpwl_mm 4.92 \
    warning_count 41 \
    numCtsBuffers 5 \
    netlist_top_cells_count "dfxtp_1 (64), edfxtp_1 (27), nand2_1 (26), nor2_1 (24), inv_1 (23)" \
    cts_tree "yes" \
    routed_wirelength_mm 6.68 \
    p_leak_nw 1.75 \
    relSlewSlack_pct 38.9 \
    max_freq_ghz 0.296 \
    avgSynthCellArea_um2 10.4 \
    root_buffer "clkbuf_16" \
    hold_viol 0 \
    skew_ns 0.00431 \
    top_area_share_pct 31.2 \
    finalPower_uw 666 \
    htree_levels 2 \
    grt_use_total_pct 10.2 \
    ys_seq_elements 91 \
    topCellsByArea "dfxtp_1 (31%), edfxtp_1 (20%), ha_1 (6.4%)" \
    core-area_mm2 0.0133 \
    clk_latency_ns 0.29 \
    hold_path_depth 1 \
    synth_stat.cells 395 \
    mux_share_pct 3.29 \
    simple_gate_share_pct 14.9 \
    most_common_cell "dfxtp_1" \
    post-cts-setup-buffers 0 \
    unclocked_pins 43 \
    grt_pass1_wl_mm 11.9 \
    grt_max_degree 44 \
    min_period_ns 3.38 \
    fillers 1304 \
    worstPathMaxFanout 5 \
    first_pass_iters 4 \
    status "complete, no violations" \
    period_used_pct 53.6 \
    rr_endpoint "b1[0]" \
    startpoint_type "input port" \
    critical_path_class "in2reg" \
    pwr-share-comb_pct 3.3 \
    rsz0062_at_grt "false" \
    synth_area_leader_cell "dfxtp_1" \
    syn_inst 395 \
    synth-xor-area-share_pct 5.96 \
    placementRows 42 \
    r2r-start "b4[0]" \
    synthDistinctLibCells 56 \
    place_congestion 0.826 \
    die-width_um 119 \
    min_to "clk1[0]" \
    yosys.area_share.aoi_pct 14.6 \
    regArea_mm2 0.00209 \
    grt-ovfl-total 0 \
    min_from "clk1[0]" \
    worstMarginPinSlew_ns 0.902 \
    cp-end-kind "flop" \
    rrSetupSlack_ns 3.73 \
    clkTransAtPathRegs_ns 0.07 \
    drv_slew 0 \
    drive_above_1_share_pct 6.02 \
    drv_cap 0 \
    initial_utilization_pct 30.9 \
    tns_ns 0 \
    syn_area_mm2 0.00411 \
    p_switching_uw 130 \
    antenna_found_initial 0 \
    busiest_layer "met1" \
    ir_drop_uv 144 \
    edf_count 27 \
    drt-initial-drc-count 123 \
    logic_area_mm2 0.00186 \
    finalSetupViolations 0 \
    syn2layout_area_growth_pct 11.4 \
    num_antenna_cells 0 \
    drt-wirelength-per-cell_um 11.6 \
    first_global_vias 2500 \
    ctsResizeCount 0 \
    clkPwrFrac_pct 45.2 \
    dieArea_mm2 0.0142 \
    hold_buffers 0 \
    routed_via_density 4.75 \
    p_sw_share_pct 19.5 \
    cts_buffer_depth 2 \
    postSynthSeqShare_pct 50.9 \
    required_ns 6.22 \
    vias 2729 \
    p_seq_share_pct 51.5 \
    ff_type "dfxtp_1" \
    fa_ha_area_share_pct 6.39 \
    logic_family "simple AND/OR/NAND/NOR gates" \
    async_reset_ff_share_pct 0 \
    internal_power_uw 536 \
    crit_arrival_ns 3.30 \
    power_density_mw_per_mm2 145 \
    drcViolationCount 0 \
    unconstrained_endpoints 61 \
    met1_usage_pct 17.4 \
    io_buffers 13 \
    chipHeight_um 119 \
    ys_chip_area_mm2 0.00411 \
]
## worst max path at each step
stage	from	end	slack, ns	cells past startpoint
CTS	left_btn	b1[3]	2.88	5
global route	left_btn	b1[2]	2.65	5
finish	left_btn	b1[1]	2.92	5
## per-stage QoR
stage / worst slack, ns / cell area, µm² / hold slack (ns) / utilization, % / cells
6_report: 2.92 / 4580 / 0.428 / 34.5 / 575
3_3_place_gp: 2.66 / 4410 / 0.403 / 33.2 / 567
5_1_grt: 2.65 / 4580 / 0.451 / 34.5 / 575
4_1_cts: 2.88 / 4580 / 0.432 / 34.5 / 575
2_1_floorplan: 3.34 / 4110 / 0.393 / - / 395
3_5_place_dp: 2.56 / 4410 / 0.415 / 33.2 / 567
## registers in the layout, summed over array words and instances (netlist names)
signal          flops
b1                  4
b2                  4
b3                  4
b4                  4
clk1               26
d1                  7
d2                  7
d3                  7
d4                  7
digit               4
display             7
grounds             4
left_btn_prev       1
right_btn_prev      1
speed               4
## logic make-up (layout without fill, tap and decap cells)
logic type	count (synthesis)	in the layout
compound gates	88	88
xor+xnor	28	28
fa+ha+maj	21	21
buf+inv	43	47
flops	91	91
mux	12	12
simple gates	112	112
## critical path, stage by stage
cell	delay, ns
clkdlybuf4s50_1	0.42
nor2b_1	0.30
nor2b_1	0.41
and4_1	0.37
nor3b_1	0.54
## routing by layer
layer,share of wire [%],wire [µm],vias to the layer above
li1,-,-,1439
met1,54,3640,1254
met2,42,2820,31
met3,1.9,124,5
met4,1.4,95,0
met5,0,0,-
## power groups by stage
stage	clock network [mW]	registers [mW]	logic [mW]
4_1_cts	0.310	0.343	0.0224
5_1_grt	0.322	0.344	0.0254
6_report	0.301	0.343	0.0221
## cell usage in the layout (no fill, tap or decap), types with 3 or more instances in the layout
cell,n
ha_1,21
nor3_1,10
o21ai_0,17
nor2_1,24
clkbuf_16,5
nor4_1,4
mux2i_1,9
a31oi_1,12
edfxtp_1,27
xor2_1,16
xnor2_1,12
a21oi_1,11
nand4_1,4
a22o_1,3
a22oi_1,8
a221o_1,7
o31ai_1,7
nor2b_1,10
clkdlybuf4s50_1,13
o22ai_1,8
dfxtp_1,64
nand2_1,26
nand3_1,12
nor3b_1,4
inv_1,23
## cell type report
| cell class | count | share of cell area, % |
|---|---|---|
| tap | 176 | 4.81 |
| timing repair buffer | 15 | 3.17 |
| multi-input combinational | 261 | 40.7 |
| clock buffer | 5 | 2.73 |
| clock inverter | 3 | 0.983 |
| sequential | 91 | 45.7 |
| inverter | 24 | 1.97 |
Power figures rest on the tool's default switching activity, not on a simulated workload.
